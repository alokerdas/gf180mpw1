==> ./design.v <==
`default_nettype none
module spi_master (
  input load0,
  input unload0,
  input [7:0] datain0,
  output [7:0] dataout0,
  input load1,
  input unload1,
  input [7:0] datain1,
  output [7:0] dataout1,
  input load2,
  input unload2,
  input [7:0] datain2,
  output [7:0] dataout2,
  input load3,
  input unload3,
  input [7:0] datain3,
  output [7:0] dataout3,
  output [3:0] io_oeb,
  output [3:0] io_out,
  input [3:0] io_in,
  input spirst,
  input spiclk
);
spi spi0 (
    .rst(spirst),
    .clock_in(spiclk),
    .load(load0),
    .unload(unload0),
    .datain(datain0),
    .dataout(dataout0),
    .miso(io_in[0]),
    .mosi(io_out[0]),
    .ssn(io_oeb[0])
);
spi spi1 (
    .rst(spirst),
    .clock_in(spiclk),
    .load(load1),
    .unload(unload1),
    .datain(datain1),
    .dataout(dataout1),
    .miso(io_in[1]),
    .mosi(io_out[1]),
    .ssn(io_oeb[1])
);
spi spi2 (
    .rst(spirst),
    .clock_in(spiclk),
    .load(load2),
    .unload(unload2),
    .datain(datain2),
    .dataout(dataout2),
    .miso(io_in[2]),
    .mosi(io_out[2]),
    .ssn(io_oeb[2])
);
spi spi3 (
    .rst(spirst),
    .clock_in(spiclk),
    .load(load3),
    .unload(unload3),
    .datain(datain3),
    .dataout(dataout3),
    .miso(io_in[3]),
    .mosi(io_out[3]),
    .ssn(io_oeb[3])
);
endmodule
module spi (
  rst,
  clock_in,
  load,
  unload,
  datain,
  dataout,
  sclk,
  miso,
  mosi,
  ssn
);
  input rst, clock_in, miso, load, unload;
  input [7:0] datain;
  output [7:0] dataout;
  output sclk, mosi, ssn;
  wire int_clk;
  reg [7:0] datareg, dataout;
  reg [2:0] cntreg;
  assign mosi = datareg[7];
  assign ssn = |cntreg;
  always @(posedge clock_in or posedge rst) begin
    if (rst) begin
      datareg  <= 8'h00;
    end else if (load) begin
      datareg <= datain;
    end else if (unload) begin
      dataout <= datareg;
    end else begin
      datareg <= datareg << 1;
      datareg[0] <= miso;
    end
  end
  always @(posedge clock_in or posedge rst) begin
    if (rst) begin
      cntreg  <= 3'h0;
    end else if (ssn || load) begin
      cntreg  <= cntreg + 1;
    end
  end
endmodule
==> ./run.sh <==
#!/bin/bash
# OpenROAD 26Q1-2900-gdf79404cd8, Yosys 0.63+post, stock flow scripts
make -C /OpenROAD-flow-scripts/flow DESIGN_CONFIG=/design/flow/config.mk WORK_HOME=/design/flow/orfs finish
==> ./config.mk <==
export PLATFORM = sky130hd
export DESIGN_NAME = spi_master
export DESIGN_NICKNAME = spi_master
export VERILOG_FILES = /design/flow/design.v
export SDC_FILE = /design/flow/constraint.sdc
export NUM_CORES = 4
export LEC_CHECK = 1
export CORE_UTILIZATION = 50
==> ./constraint.sdc <==
current_design spi_master

set clk_period 1.6
set clk_io_pct 0.2

create_clock -name clk0 -period $clk_period [get_ports {spiclk}]

set non_clock_inputs [all_inputs -no_clocks]
set_input_delay [expr $clk_period * $clk_io_pct] -clock clk0 $non_clock_inputs
set_output_delay [expr $clk_period * $clk_io_pct] -clock clk0 [all_outputs]
==> run summary <==
run metrics: Syn Area/Cell between 10 and 15 um^2, Reg area roughly 0.0021 mm^2, H-tree depth 3, Unique cell types 16, Log Warnings 30, yosys cell count about 250, Core Footprint roughly 0.0061 mm^2, CP Max Fanout 3, first-pass GRT wire length approximately 9100 um, hold slack roughly 0.47 ns, Inserted Diodes 0, Placer Congestion a little under 0.8, Fin. Hold Viols 0, GRT Resource Usage Total between 10% and 20%, area delta synth->final 40.4%, DRC 0, DP Wirelength a little under 4000 um, grt ovf 0, Cell Area, Synth approximately 0.0032 mm^2, area fraction in mux cells between 10% and 20%, max incr delay on CP approximately 0.48 ns, post-layout period usage about 94%, Setup TNS 0 ns, crit path buf inv count 1, adder-cell share of the synthesized area under 10%, Worst Path Required roughly 1.3 ns, share of post-route cells with drive strength above 1 17.4%, Initial Util between 50% and 60%, YS chip area 0.00325 mm^2, kind of critical path reg2out, Worst VDD drop a little under 800 uV, TritonCTS clock tree done, Worst-Margin Slew around 0.25 ns, Yosys reg bits between 70 and 80, full die area 0.00682 mm^2, vias post-DR 2066, Worst-path clk slew ~0.080 ns, Slew HR ~84%, DR WL/cell roughly 13 um, Cells after Synth between 200 and 250, P_leak about 1.9 nW, Die X a little over 80 um, number of buffers created by CTS 9, Die Y ~83 um, post-route ant nets 0, setup slack after layout 0.0884 ns, largest net degree at the start of global routing 34, RSZ-0062 raised after global routing false, clock skew around 0.009 ns, Rows 28, hold crit path type in2async, Top delay family on crit path buffers and inverters, final instance area roughly 0.0046 mm^2, final WL between 5000 and 6000 um, CTS max path bufs 2, most frequent logic cell in the layout clkdlybuf4s50_1, critical path's slowest cell clkdlybuf4s50_1, Final setup viols 0, YS warnings 1, most frequent cells in the layout clkdlybuf4s50_1 (81), dfrtp_1 (44), o21ai_0 (36), via/cell ratio roughly 4.8, cell count after placement 402, post-layout util around three quarters, Largest logic family multiplexers, clk ins delay skew pair about 0.33 ns, Setup WS pre-CTS approximately 0.026 ns, I/O pin count 86, clock root cell clkbuf_8, number of global-route vias before repair between 1500 and 2000, pwr dens 1220 mW/mm^2, max-cap check violation count 0, clk sink count about 76, crit path DAT around 1.2 ns, crit start category register, fmax 662 MHz, Crit. End Element output pin, first drt pass iteration count 4, Synth Area in Compound Gates between 5 and 6%, initial antenna violation count 0, Slew Viols, Final 0, Finished Layout Cells around 430, number of DRC violations after detailed-routing iteration 0 just under 60, Total Power 5.54 mW, status finished, final reports clean, Port Buffers about 85, XORs/XNORs by Area between 1 and 1.5%, Tmin final about 1.5 ns, Basic Gates by Area 10.0%, register share after synthesis about 64%, Comb area around 0.0010 mm^2, placed inst area around 0.0042 mm^2, Cell Chain, Critical Path clkdlybuf4s50_1, filler instances just under 400
-- cell type report --
| class | count | share of cell area (%) |
|---|---|---|
| Sequential cell | 76 | 45.3 |
| Multi-Input combinational cell | 140 | 23.0 |
| Clock buffer | 11 | 3.32 |
| Tap cell | 75 | 2.06 |
| Timing Repair Buffer | 116 | 24.1 |
| Inverter | 9 | 0.742 |
| Clock inverter | 4 | 1.59 |
-- repair_timing --
action / in CTS / in global routing
gates resized: 8 / 8
pin swaps: 4 / 3
hold buffers: 0 / 0
setup buffers: 11 / 3
endpoints found under the setup margin: 4 / 4
-- tightest hold or removal path: cells and delay by family --
kind / cells / cell delay [ns]
buffers and inverters: 4 / 0.84
-- kinds of logic after synthesis --
group	after synthesis
AND-OR/OR-AND	36
XOR/XNOR	4
adder cells (fa/ha/maj)	8
buffers and inverters	29
flip-flops	76
multiplexers	36
AND/OR/NAND/NOR	56
-- registers in the layout, indices dropped and copies added (netlist names), 8 cells and up --
name          flops
spi3.datareg      8
spi1.datareg      8
spi0.dataout      8
spi2.dataout      8
spi3.dataout      8
spi1.dataout      8
spi2.datareg      8
spi0.datareg      8
-- synth_stat cells, drive strengths merged --
master  count  area (um^2)
buf        20          144
dfrtp      44         1100
edfxtp     32          961
ha          8          100
inv         9         33.8
mux2        4         45.0
mux2i      32          320
nand2      32          120
nand2b     12         75.1
nor2b       4         25.0
nor3b       8          105
o21ai      36          180
xnor2       4         35.0
-- layer usage --
| layer | up-vias | GRT usage [%] | routed length [um] |
|---|---|---|---|
| li1 | 1051 | - | - |
| met1 | 949 | 34.0 | 2810 |
| met2 | 56 | 25.4 | 2390 |
| met3 | 10 | 3.12 | 290 |
| met4 | 0 | 3.62 | 97 |
| met5 | - | 0 | 0 |
-- worst paths after layout --
path	depth (start not counted)	slack (ns)	to	from
max in group asynchronous	4	0.95	spi3.datareg[7]	spirst
min reg2reg	0	0.48	spi3.dataout[2]	spi3.datareg[2]
max reg2reg	5	0.20	spi0.cntreg[1]	spi0.cntreg[1]
min in group clk0	0	0.48	spi3.dataout[2]	spi3.datareg[2]
min	4	0.47	spi1.cntreg[0]	spirst
max	1	0.09	io_out[2]	spi2.datareg[7]
-- report_power, final --
| group | internal (mW) | switching, mW | total, mW | leakage [nW] |
|---|---|---|---|---|
| combinational | 0.902 | 0.495 | 1.40 | 0.986 |
| sequential | 2.33 | 0.209 | 2.54 | 0.828 |
| clock | 0.952 | 0.654 | 1.61 | 0.111 |
| total | 4.18 | 1.36 | 5.54 | 1.92 |
Power figures rest on the tool's default switching activity, not on a simulated workload.
