## ./design.v

```verilog
`default_nettype none
module soc_config (
    input wb_rst_i,
    input user_clock2,
    input  [36:0] la_data_in,
    input  [36:0] la_oenb,
    input [1:0] io_in,
    output [37:0] io_oeb,
    input rw_from_cpu0,
    input en_from_cpu0,
    input [11:0] addr_from_cpu0,
    input [15:0] data_from_cpu0,
    input [15:0] data_from_mem0,
    input en_display0,
    output [15:0] data_to_cpu0,
    output [15:0] data_to_mem0,
    output [8:0] addr_to_mem0,
    output en_to_memB0,
    output rw_to_mem0,
    input rw_from_cpu1,
    input en_from_cpu1,
    input [11:0] addr_from_cpu1,
    input [15:0] data_from_cpu1,
    input [15:0] data_from_mem1,
    input en_display1,
    output [15:0] data_to_cpu1,
    output [15:0] data_to_mem1,
    output [8:0] addr_to_mem1,
    output en_to_memB1,
    output rw_to_mem1,
    input rw_from_cpu2,
    input en_from_cpu2,
    input [11:0] addr_from_cpu2,
    input [15:0] data_from_cpu2,
    input [15:0] data_from_mem2,
    input en_display2,
    output [15:0] data_to_cpu2,
    output [15:0] data_to_mem2,
    output [8:0] addr_to_mem2,
    output en_to_memB2,
    output rw_to_mem2,
    input rw_from_cpu3,
    input en_from_cpu3,
    input [11:0] addr_from_cpu3,
    input [15:0] data_from_cpu3,
    input [15:0] data_from_mem3,
    input en_display3,
    output [15:0] data_to_cpu3,
    output [15:0] data_to_mem3,
    output [8:0] addr_to_mem3,
    output en_to_memB3,
    output rw_to_mem3,
    input rw_from_cpu4,
    input en_from_cpu4,
    input [11:0] addr_from_cpu4,
    input [15:0] data_from_cpu4,
    input [15:0] data_from_mem4,
    input en_display4,
    output [15:0] data_to_cpu4,
    output [15:0] data_to_mem4,
    output [8:0] addr_to_mem4,
    output en_to_memB4,
    output rw_to_mem4,
    input rw_from_cpu5,
    input en_from_cpu5,
    input [11:0] addr_from_cpu5,
    input [15:0] data_from_cpu5,
    input [15:0] data_from_mem5,
    input en_display5,
    output [15:0] data_to_cpu5,
    output [15:0] data_to_mem5,
    output [8:0] addr_to_mem5,
    output en_to_memB5,
    output rw_to_mem5,
    input rw_from_cpu6,
    input en_from_cpu6,
    input [11:0] addr_from_cpu6,
    input [15:0] data_from_cpu6,
    input [15:0] data_from_mem6,
    input en_display6,
    output [15:0] data_to_cpu6,
    output [15:0] data_to_mem6,
    output [8:0] addr_to_mem6,
    output en_to_memB6,
    output rw_to_mem6,
    input rw_from_cpu7,
    input en_from_cpu7,
    input [11:0] addr_from_cpu7,
    input [15:0] data_from_cpu7,
    input [15:0] data_from_mem7,
    input en_display7,
    output [15:0] data_to_cpu7,
    output [15:0] data_to_mem7,
    output [8:0] addr_to_mem7,
    output en_to_memB7,
    output rw_to_mem7,
    input rw_from_cpu8,
    input en_from_cpu8,
    input [11:0] addr_from_cpu8,
    input [15:0] data_from_cpu8,
    input [15:0] data_from_mem8,
    input en_display8,
    output [15:0] data_to_cpu8,
    output [15:0] data_to_mem8,
    output [8:0] addr_to_mem8,
    output en_to_memB8,
    output rw_to_mem8,
    input rw_from_cpu9,
    input en_from_cpu9,
    input [11:0] addr_from_cpu9,
    input [15:0] data_from_cpu9,
    input [15:0] data_from_mem9,
    input en_display9,
    output [15:0] data_to_cpu9,
    output [15:0] data_to_mem9,
    output [8:0] addr_to_mem9,
    output en_to_memB9,
    output rw_to_mem9,
    output en_keyboard,
    output soc_rst,
    output soc_clk
);
    assign io_oeb[20] = la_oenb[0] ? la_data_in[0] : 1'b0;
    assign soc_rst = la_oenb[1] ? la_data_in[1] : (io_oeb[20] ? io_in[0] : wb_rst_i);
    assign io_oeb[21] = la_oenb[2] ? la_data_in[2] : 1'b0;
    assign soc_clk = la_oenb[3] ? la_data_in[3] : (io_oeb[21] ? io_in[1] : user_clock2);
    assign en_keyboard = la_oenb[4] ? la_data_in[4] : 1'b1;
switch switch0 (
    .la_data_in(la_data_in[32:5]),
    .la_oenb (la_oenb[36:5]),
    .io_oeb(io_oeb[7:0]),
    .addr_from_cpu(addr_from_cpu0),
    .data_from_cpu(data_from_cpu0),
    .data_to_cpu(data_to_cpu0),
    .rw_from_cpu(rw_from_cpu0),
    .en_from_cpu(en_from_cpu0),
    .en_display(en_display0),
    .mem_selection(~la_data_in[36:33]),
    .addr_to_mem(addr_to_mem0),
    .data_to_mem(data_to_mem0),
    .data_from_mem(data_from_mem0),
    .rw_to_mem(rw_to_mem0),
    .en_to_memB(en_to_memB0)
);
switch switch1 (
    .la_data_in(la_data_in[32:5]),
    .la_oenb (la_oenb[36:5]),
    .io_oeb(io_oeb[37:30]),
    .addr_from_cpu(addr_from_cpu1),
    .data_from_cpu(data_from_cpu1),
    .data_to_cpu(data_to_cpu1),
    .rw_from_cpu(rw_from_cpu1),
    .en_from_cpu(en_from_cpu1),
    .en_display(en_display1),
    .mem_selection({~la_data_in[36:34], la_data_in[33]}),
    .addr_to_mem(addr_to_mem1),
    .data_to_mem(data_to_mem1),
    .data_from_mem(data_from_mem1),
    .rw_to_mem(rw_to_mem1),
    .en_to_memB(en_to_memB1)
);
switch switch2 (
    .la_data_in(la_data_in[32:5]),
    .la_oenb (la_oenb[36:5]),
    .io_oeb(io_oeb[7:0]),
    .addr_from_cpu(addr_from_cpu2),
    .data_from_cpu(data_from_cpu2),
    .data_to_cpu(data_to_cpu2),
    .rw_from_cpu(rw_from_cpu2),
    .en_from_cpu(en_from_cpu2),
    .en_display(en_display2),
    .mem_selection({~la_data_in[36:35], la_data_in[34], ~la_data_in[33]}),
    .addr_to_mem(addr_to_mem2),
    .data_to_mem(data_to_mem2),
    .data_from_mem(data_from_mem2),
    .rw_to_mem(rw_to_mem2),
    .en_to_memB(en_to_memB2)
);
switch switch3 (
    .la_data_in(la_data_in[32:5]),
    .la_oenb (la_oenb[36:5]),
    .io_oeb(io_oeb[37:30]),
    .addr_from_cpu(addr_from_cpu3),
    .data_from_cpu(data_from_cpu3),
    .data_to_cpu(data_to_cpu3),
    .rw_from_cpu(rw_from_cpu3),
    .en_from_cpu(en_from_cpu3),
    .en_display(en_display3),
    .mem_selection({~la_data_in[36:35], la_data_in[34:33]}),
    .addr_to_mem(addr_to_mem3),
    .data_to_mem(data_to_mem3),
    .data_from_mem(data_from_mem3),
    .rw_to_mem(rw_to_mem3),
    .en_to_memB(en_to_memB3)
);
switch switch4 (
    .la_data_in(la_data_in[32:5]),
    .la_oenb (la_oenb[36:5]),
    .io_oeb(io_oeb[15:8]),
    .addr_from_cpu(addr_from_cpu4),
    .data_from_cpu(data_from_cpu4),
    .data_to_cpu(data_to_cpu4),
    .rw_from_cpu(rw_from_cpu4),
    .en_from_cpu(en_from_cpu4),
    .en_display(en_display4),
    .mem_selection({~la_data_in[36], la_data_in[35], ~la_data_in[34:33]}),
    .addr_to_mem(addr_to_mem4),
    .data_to_mem(data_to_mem4),
    .data_from_mem(data_from_mem4),
    .rw_to_mem(rw_to_mem4),
    .en_to_memB(en_to_memB4)
);
switch switch5 (
    .la_data_in(la_data_in[32:5]),
    .la_oenb (la_oenb[36:5]),
    .io_oeb(io_oeb[29:22]),
    .addr_from_cpu(addr_from_cpu5),
    .data_from_cpu(data_from_cpu5),
    .data_to_cpu(data_to_cpu5),
    .rw_from_cpu(rw_from_cpu5),
    .en_from_cpu(en_from_cpu5),
    .en_display(en_display5),
    .mem_selection({~la_data_in[36], la_data_in[35], ~la_data_in[34], la_data_in[33]}),
    .addr_to_mem(addr_to_mem5),
    .data_to_mem(data_to_mem5),
    .data_from_mem(data_from_mem5),
    .rw_to_mem(rw_to_mem5),
    .en_to_memB(en_to_memB5)
);
switch switch6 (
    .la_data_in(la_data_in[32:5]),
    .la_oenb (la_oenb[36:5]),
    .io_oeb(),
    .addr_from_cpu(addr_from_cpu6),
    .data_from_cpu(data_from_cpu6),
    .data_to_cpu(data_to_cpu6),
    .rw_from_cpu(rw_from_cpu6),
    .en_from_cpu(en_from_cpu6),
    .en_display(en_display6),
    .mem_selection({~la_data_in[36], la_data_in[35:34], ~la_data_in[33]}),
    .addr_to_mem(addr_to_mem6),
    .data_to_mem(data_to_mem6),
    .data_from_mem(data_from_mem6),
    .rw_to_mem(rw_to_mem6),
    .en_to_memB(en_to_memB6)
);
switch switch7 (
    .la_data_in(la_data_in[32:5]),
    .la_oenb (la_oenb[36:5]),
    .io_oeb(),
    .addr_from_cpu(addr_from_cpu7),
    .data_from_cpu(data_from_cpu7),
    .data_to_cpu(data_to_cpu7),
    .rw_from_cpu(rw_from_cpu7),
    .en_from_cpu(en_from_cpu7),
    .en_display(en_display7),
    .mem_selection({~la_data_in[36], la_data_in[35:33]}),
    .addr_to_mem(addr_to_mem7),
    .data_to_mem(data_to_mem7),
    .data_from_mem(data_from_mem7),
    .rw_to_mem(rw_to_mem7),
    .en_to_memB(en_to_memB7)
);
switch switch8 (
    .la_data_in(la_data_in[32:5]),
    .la_oenb (la_oenb[36:5]),
    .io_oeb(),
    .addr_from_cpu(addr_from_cpu8),
    .data_from_cpu(data_from_cpu8),
    .data_to_cpu(data_to_cpu8),
    .rw_from_cpu(rw_from_cpu8),
    .en_from_cpu(en_from_cpu8),
    .en_display(en_display8),
    .mem_selection({la_data_in[36], ~la_data_in[35:33]}),
    .addr_to_mem(addr_to_mem8),
    .data_to_mem(data_to_mem8),
    .data_from_mem(data_from_mem8),
    .rw_to_mem(rw_to_mem8),
    .en_to_memB(en_to_memB8)
);
switch switch9 (
    .la_data_in(la_data_in[32:5]),
    .la_oenb (la_oenb[36:5]),
    .io_oeb(),
    .addr_from_cpu(addr_from_cpu9),
    .data_from_cpu(data_from_cpu9),
    .data_to_cpu(data_to_cpu9),
    .rw_from_cpu(rw_from_cpu9),
    .en_from_cpu(en_from_cpu9),
    .en_display(en_display9),
    .mem_selection({la_data_in[36], ~la_data_in[35:34], la_data_in[33]}),
    .addr_to_mem(addr_to_mem9),
    .data_to_mem(data_to_mem9),
    .data_from_mem(data_from_mem9),
    .rw_to_mem(rw_to_mem9),
    .en_to_memB(en_to_memB9)
);
endmodule
module switch (
    input [27:0] la_data_in,
    input [31:0] la_oenb,
    output [7:0] io_oeb,
    input [11:0] addr_from_cpu,
    input [15:0] data_from_cpu,
    output [15:0] data_to_cpu,
    input rw_from_cpu,
    input en_from_cpu,
    input en_display,
    input [3:0] mem_selection,  
    output [8:0] addr_to_mem,
    output [15:0] data_to_mem,
    input [15:0] data_from_mem,
    output rw_to_mem,
    output en_to_memB
);
    wire en_disp;
    wire [3:0] addr_to_decod;
    assign data_to_cpu = data_from_mem;
    assign addr_to_decod = la_oenb[31:28] ? mem_selection[3:0] : {4{en_from_cpu}};
    assign addr_to_mem = la_oenb[26:18] ? la_data_in[26:18] : addr_from_cpu[8:0];
    assign data_to_mem = la_oenb[17:2] ? la_data_in[17:2] : data_from_cpu;
    assign rw_to_mem = la_oenb[1] ? la_data_in[1] : ~rw_from_cpu;  
    assign en_disp = la_oenb[0] ? la_data_in[0] : en_display;  
    assign io_oeb = ~{8{en_disp}};
    assign en_to_memB = ~(addr_to_decod[3] & addr_to_decod[2] & addr_to_decod[1] & addr_to_decod[0]);  
endmodule
```

## ./run.sh

```bash
#!/bin/bash
# OpenROAD 26Q1-2900-gdf79404cd8, Yosys 0.63+post, stock flow scripts
make -C /OpenROAD-flow-scripts/flow DESIGN_CONFIG=/design/flow/config.mk WORK_HOME=/design/flow/orfs finish
```

## ./config.mk

```make
export PLATFORM = sky130hd
export DESIGN_NAME = soc_config
export DESIGN_NICKNAME = soc_config
export VERILOG_FILES = /design/flow/design.v
export SDC_FILE = /design/flow/constraint.sdc
export NUM_CORES = 4
export LEC_CHECK = 1
export CORE_AREA = 10 10 393 393
export DIE_AREA = 0 0 403 403
```

## ./constraint.sdc

```tcl
current_design soc_config

set clk_period 41.2
set clk_io_pct 0.2

create_clock -name clk0 -period $clk_period

set non_clock_inputs [all_inputs -no_clocks]
set_input_delay [expr $clk_period * $clk_io_pct] -clock clk0 $non_clock_inputs
set_output_delay [expr $clk_period * $clk_io_pct] -clock clk0 [all_outputs]
```

==> CHANGELOG.md <==
### Changed

* Status: finished clean
* Placer Congestion at 0.895
* Sum Neg Setup Slack at 0 ns
* Input/output buffers at 657
* Peak Freq at 50.3 MHz
* Post-CTS Setup Repair Bufs at 0
* First-pass GRT wire length at 99,100 um
* Most numerous logic cell after layout: clkdlybuf4s50_1
* Critical Path Sink Type: output port
* Area grow syn2layout at 169%
* Routed vias/inst at 2.20
* WP data required at 32.96 ns
* Leak at 4.17 nW
* # hold bufs at CTS at 0
* Top cells by area: mux2_2, buf_4, a21o_1
* Hold Crit Class: in2out
* Rows at 140
* Largest net degree at the start of global routing at 127
* Max-slew headroom at 39.7%
* Synth Cell Area at 4520 um2
* GRT Total Usage at 9.90%
* Worst slew pin tran at 0.897 ns
* Number of DRC markers in iteration 0 at 370
* Met2 WL at 42,900 um
* Total die size at 162,000 um2
* Hold Crit Depth at 0
* Filler cells at 16,900
* Pre-Place Util at 3.10%
* Seq. cell area at 0 um2
* Synth unique cells at 20
* Tool warnings at 74
* Seq share, synth at 0%
* Final min period at 19.89 ns
* Crit-path max FO at 73
* Kind of critical path: in2out
* Yosys top cell by area: mux2_2
* M1 WL at 19,300 um
* RSZ-0062 raised after global routing: false
* Mean area per synthesized cell at 8.14 um2
* Residual DRC at 0
* Vias at 6,508
* Final setup fails at 0
* Max Transition Viols Final at 0
* Metal3 WL at 20,700 um
* Vias in the first global route at 6,432
* Antenna-violating nets left at 0
* Global route overflow at 0
* Top cell area share at 39.9%
* Layout cells sized above 1 at 17.6%
* Uppermost layer routed: met5
* Die Ht at 403 um
* Initial antenna violation count at 130
* Power Density at 8.20 nW/um2
* Seq cells at 0
* Worst EP arrival at 11.65 ns
* Cells in synth_stat.txt at 555
* WL final at 84,700 um
* Wire length per cell at 28.6 um
* Yosys Warn Count at 20
* Post-Synthesis Cells at 555
* Core area at 146,000 um2
* # IOs at 1,019
* Finished Core Util at 8.33%
* Final hold viol count at 0
* Chip Area, Yosys at 4520 um2
* Period utilization at 48.3%
* Peak supply drop at 2.27 uV
* # Max-Cap Violations at 0
* Post-DP HPWL at 80,000 um
* Layout clock buffer count at 0
* First-pass iteration count of the detailed router at 4
* Die width at 403 um
* Crit start category: input port
* Most frequent cells in the layout: clkdlybuf4s50_1, mux2_2, a21o_1, a21oi_1, buf_4
* Post-CTS resize count at 0
routing by layer:
| metal | vias up | track usage, % |
|---|---|---|
| met5 | - | 0 |
| met1 | 2792 | 6.32 |
| met3 | 190 | 12.2 |
| li1 | 2721 | - |
| met4 | 138 | 0.359 |
| met2 | 667 | 17.9 |
area by class of cell:
cell class | count | area, um2 | area share [%]
multi-input cells | 323 | 2910 | 24.0
inverters | 10 | 37.5 | 0.309
repair buffers | 671 | 6690 | 55.2
well taps | 1917 | 2400 | 19.8
diodes | 36 | 90.1 | 0.742
through the flow:
stage	std cells	instance area [um2]	power (mW)	hold WS (ns)	worst slack, ns
after floorplan	558	4530	0.0237	16.50	23.59
after global placement	2921	12000	0.104	16.48	21.29
after detailed placement	2921	12000	0.104	16.48	21.29
after CTS	2921	12000	0.104	16.48	21.28
after global routing	2939	12100	0.105	16.48	21.01
final	2957	12100	0.0994	16.48	21.31
synthesized netlist by cell type, drive strengths merged:
cell	number
and2	2
nand4	1
clkbuf	13
nor3	5
a31oi	9
nand2b	5
nor4	11
nand2	3
inv	10
a21o	90
and3	1
o21ai	2
mux2	160
conb	1
or4	1
a21oi	20
nor2	3
mux2i	6
buf	212
kinds of logic (layout without fill, tap and decap cells):
| kind of cell | Yosys count | count (layout) | share of synthesized area (%) |
|---|---|---|---|
| AND/OR/NAND/NOR | 32 | 32 | 3.99 |
| buffers and inverters | 235 | 681 | 36.0 |
| AND-OR/OR-AND | 121 | 121 | 18.6 |
| multiplexers | 166 | 166 | 41.2 |
| other | 1 | 40 | 0.0830 |
final timing paths:
check                              start          endpoint  slack, ns
worst min-delay path  data_from_mem0[14]  data_to_cpu0[14]      16.48
worst max-delay path         la_oenb[27]   addr_to_mem2[0]      21.31
where the power goes:
| group | switching [mW] | internal, mW | total (mW) | leakage [nW] |
|---|---|---|---|---|
| registers | 0 | 0 | 0 | 0 |
| clock network | 0 | 0.000000118 | 0.000000118 | 0.000228 |
| logic | 0.0337 | 0.0657 | 0.0994 | 4.17 |
critical path, stage by stage:
cell and delay, ns:
clkdlybuf4s50_1 0.44, nor4_2 0.81, and3_2 0.58, buf_4 0.65, a21o_1 0.21, clkdlybuf4s50_1 0.63
Power is estimated from default activity; no workload was simulated.
